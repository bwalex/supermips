File: flow/run.sh
#!/bin/bash
# OpenROAD 26Q1-2900-gdf79404cd8, Yosys 0.63+post, stock flow scripts
make -C /OpenROAD-flow-scripts/flow DESIGN_CONFIG=/design/flow/config.mk WORK_HOME=/design/flow/orfs finish
File: flow/config.mk
export PLATFORM = sky130hd
export DESIGN_NAME = rfile
export DESIGN_NICKNAME = rfile
export VERILOG_FILES = /design/flow/design.v
export SDC_FILE = /design/flow/constraint.sdc
export NUM_CORES = 4
export LEC_CHECK = 1
export CORE_UTILIZATION = 30
File: flow/constraint.sdc
current_design rfile

set clk_period 10.9
set clk_io_pct 0.2

create_clock -name clk0 -period $clk_period [get_ports {clock}]

set non_clock_inputs [all_inputs -no_clocks]
set_input_delay [expr $clk_period * $clk_io_pct] -clock clk0 $non_clock_inputs
set_output_delay [expr $clk_period * $clk_io_pct] -clock clk0 [all_outputs]
File: flow/design.v
module rfile #(
  parameter NREGS      = 32,
            ADDR_WIDTH = 5,
            DATA_WIDTH = 32
)(
  input                   clock,
  input                   reset_n,
  input [ADDR_WIDTH-1:0]  rd_addr1,
  input [ADDR_WIDTH-1:0]  rd_addr2,
  input [ADDR_WIDTH-1:0]  wr_addr1,
  input                   wr_enable1,
  input [DATA_WIDTH-1:0]  wr_data1,
  output [DATA_WIDTH-1:0] rd_data1,
  output [DATA_WIDTH-1:0] rd_data2
);
  reg [DATA_WIDTH-1:0]    regfile[NREGS];
  always_ff @(posedge clock, negedge reset_n)
    if (~reset_n)
      for (int i = 0; i < NREGS; i++)
        regfile[i] <= 'b0;
    else begin
      if (wr_enable1)
        regfile[wr_addr1] <= wr_data1;
    end
  assign rd_data1  = (rd_addr1 == wr_addr1 && wr_enable1) ? wr_data1 : regfile[rd_addr1];
  assign rd_data2  = (rd_addr2 == wr_addr1 && wr_enable1) ? wr_data1 : regfile[rd_addr2];
endmodule
==> flow_metrics.py <==
# Synthesis and PnR figures
metrics = {
    "layout": {
        "top_register": "regfile",
        "syn2layout_area_growth_pct": 15.6,
        "reg_top3": "regfile x1024",
        "regArea_um2": 25600,
        "logic_area_um2": 25800,
        "instances_no_fill": 7026,
        "n_fill_cell": 16900,
        "largest_reg_flops": 1024,
        "final_cell_mix": "dfrtp_1, mux2_2, a22oi_1",
        "layout_top_cell": "dfrtp_1",
        "layout-drive-gt1-share": 0.336,
    },
    "setup_path": {
        "end_kind": "output port",
        "path_buffers": 4,
        "crit_type": "input pin to output port",
        "path_cells": "buf_2 -> buf_4 -> nand2b_1 -> nor2_4 -> buf_4 -> a22oi_1 -> nand4_1 -> nor4_1 -> a31oi_1 -> clkdlybuf4s50_1",
        "crit_top_cell": "buf_4",
        "slowest_stage": "nor2_4",
        "cp_data_required_time_ps": 8720,
        "worstPathArrival_ps": 6710,
        "crit_path_max_incr_delay_ps": 880,
        "path_max_fanout": 22,
        "cp-start-kind": "input pin",
        "crit_family": "buffers and inverters",
    },
    "cts": {
        "clockBufferDepth": 3,
        "numClockSinks": 1024,
        "root_buffer": "clkbuf_16",
        "numCtsBuffers": 107,
        "cts_setup_buffers": 0,
        "cts_tree": "built",
        "clkLatencyLatePin_ps": 760,
        "htreeDepth": 3,
        "path_clk_slew_ps": 60,
        "ctsHoldBuffers": 0,
        "cts_resized": 0,
    },
    "die": {
        "die_x_um": 422,
        "fp-row-count": 153,
        "die_area_um2": 178000,
        "io_pins": 114,
        "initial_utilization": 0.303,
        "die_h_um": 422,
        "design.core.area_um2": 175000,
    },
    "timing": {
        "min_period_ps": 8890,
        "rsz0062_at_grt": "false",
        "setup_viol": 0,
        "slew_violations": 0,
        "finalSetupTns_ps": 0,
        "holdWs_ps": 512,
        "fmax_mhz": 112,
        "clock_skew_ps": 0,
        "timing.slew.headroom": 0.210,
        "fin_ws_ps": 2010,
        "finalClockPeriodUsage": 0.816,
        "finalHoldViolations": 0,
        "worst_pin_slew_ps": 1180,
    },
    "place": {
        "dp.cells": 6806,
        "numPortBuffers": 113,
        "dp_hpwl_um": 179000,
        "preCtsSetupSlack_ps": 2430,
        "globalplace.congestion": 1.09,
    },
    "global_route": {
        "grt_pass1_wl_um": 402000,
        "globalRoute.totalOverflow": 0,
        "grt_max_degree": 127,
        "antenna_found_initial": 34,
        "first_global_vias": 47000,
        "grt_use_total": 0.337,
    },
    "detailed_routing": {
        "wl_per_cell_um": 42.1,
        "drcViolationCount": 0,
        "antenna_left": 0,
        "viasPerCell": 6.92,
        "drt_pass1_iterations": 10,
        "num_vias": 48600,
        "wirelength_um": 296000,
        "initialDrtViolationCount": 7458,
    },
    "synth": {
        "synth_cell_types": 68,
        "ff_type": "dfrtp_1",
        "ys_warn_count": 2,
        "synthArstFlopShare": 1.00,
        "ys_ff": 1024,
        "ys_cells": 4584,
        "yosys_area_um2": 52900,
        "post_synth_inst_count": 4584,
        "synth_area_um2": 52900,
        "edf_count": 0,
        "yosysSeqAreaShare": 0.484,
        "syn_area_per_cell_um2": 11.5,
    },
    "worst_hold_path": {
        "min_path_type": "flop to flop",
    },
    "pwr": {
        "power_mw": 10.9,
        "powerDensity_nw_per_um2": 178,
        "leakage_nw": 26.6,
        "ir_worst_vdd_mv": 0.127,
    },
    "outcome": {
        "status": "complete, no violations",
    },
    "job": {
        "log.warning_count": 50,
        "maxCapViolCount": 0,
    },
}
==> layer usage <==
metal  GRT usage  up-vias  routed length, µm  share of wire
met5      0.0261        -                758         0.0026
met4       0.236       46              29700           0.10
met3       0.231     1845              52700           0.18
met2       0.437     4937             114000           0.39
met1       0.390    24100              98400           0.33
li1            -    17700                  -              -
==> final timing paths <==
kind | end | slack (ps) | cells past startpoint | from
min | regfile[20][5]$_DFFE_PN0P_ | 510 | 1 | regfile[20][5]$_DFFE_PN0P_
max reg2reg | regfile[28][1]$_DFFE_PN0P_ | 9940 | 1 | regfile[28][1]$_DFFE_PN0P_
min reg2reg | regfile[20][5]$_DFFE_PN0P_ | 510 | 1 | regfile[20][5]$_DFFE_PN0P_
min in group asynchronous | regfile[0][4]$_DFFE_PN0P_ | 1400 | 1 | reset_n
max in group asynchronous | regfile[25][24]$_DFFE_PN0P_ | 7040 | 4 | reset_n
max | rd_data1[12] | 2010 | 10 | rd_addr1[0]
==> cell families after synthesis <==
logic type / Yosys count / share of synthesized area
flops: 1024 / 0.484
compound gates: 1066 / 0.148
simple gates: 972 / 0.104
mux: 1034 / 0.221
xor+xnor: 10 / 0.00166
buf+inv: 478 / 0.0405
==> synthesized netlist by cell type (all sizes together) (2+ instances only) <==
master   count  share of area
a221oi      37         0.0061
nand3      101         0.0096
mux2      1025           0.22
buf        231          0.023
xor2         8         0.0013
a2111oi     94          0.016
a21oi       73         0.0069
inv          9        0.00064
and2         4        0.00047
or3b         7         0.0012
dfrtp     1024           0.48
xnor2        2        0.00033
o2111ai      3        0.00050
o32ai        4        0.00066
nor4        58         0.0070
o211ai       4        0.00057
and3       287          0.034
a211oi       5        0.00071
a22oi      638          0.091
mux2i        9         0.0017
a2bb2oi      8         0.0013
a32oi        9         0.0015
nor3        26         0.0025
nand2b      14         0.0017
nand3b      11         0.0016
nor2        97         0.0080
or4          3        0.00043
nor3b       14         0.0023
nand2      142          0.010
o21ai      110          0.010
a31oi       28         0.0033
nand4      126          0.015
and4         4        0.00066
a32o         3        0.00057
clkbuf     238          0.017
and3b        7         0.0012
a221o        3        0.00057
nor4b        2        0.00033
or2          7        0.00083
or3         40         0.0047
nor2b       19         0.0022
o2bb2ai      2        0.00033
a222oi       6         0.0011
a22o        34         0.0056
==> power breakdown <==
| group | switching (mW) | internal, mW |
|---|---|---|
| clock network | 1.67 | 2.21 |
| logic | 0.837 | 0.827 |
| registers | 0.775 | 4.54 |
| total | 3.29 | 7.57 |
==> final cells by class <==
type                       instances  area share
antenna                           24    0.000982
clock buffer                     145      0.0494
clock inverter                    51      0.0101
inverter                           9    0.000552
multi-input combinational       3082       0.422
sequential                      1024       0.419
tap                             2325      0.0476
timing repair buffer             366      0.0503
==> stage by stage <==
stage,area [µm²],util
2_1_floorplan,52900,-
3_3_place_gp,57500,0.329
3_5_place_dp,57500,0.329
4_1_cts,61100,0.350
5_1_grt,61100,0.350
6_report,61200,0.350
Power and IR drop assume default switching activity.
