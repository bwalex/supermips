<file path="./config.mk">
export PLATFORM = sky130hd
export DESIGN_NAME = pipreg_mem_wb
export DESIGN_NICKNAME = pipreg_mem_wb
export VERILOG_FILES = /design/flow/design.v
export SDC_FILE = /design/flow/constraint.sdc
export NUM_CORES = 4
export LEC_CHECK = 1
export CORE_UTILIZATION = 50
</file>
<file path="./design.v">
import pipTypes::*;
module pipreg_mem_wb(
  input [31:0] mem_pc,
  input [31:0] mem_inst_word,
  input [11:0] mem_opc,
  input [31:0] mem_result,
  input [4:0] mem_dest_reg,
  input [0:0] mem_dest_reg_valid,
  output reg [31:0] wb_pc,
  output reg [31:0] wb_inst_word,
  output reg [11:0] wb_opc,
  output reg [31:0] wb_result,
  output reg [4:0] wb_dest_reg,
  output reg [0:0] wb_dest_reg_valid,
  input stall,
  input clock,
  input reset_n
);
  always_ff @(posedge clock, negedge reset_n) begin
    if (~reset_n) begin
      wb_pc<= 'b0;
      wb_inst_word<= 'b0;
      wb_opc<= 'b0;
      wb_result<= 'b0;
      wb_dest_reg<= 'b0;
      wb_dest_reg_valid<= 'b0;
    end
    else if (~stall) begin
      wb_pc <= mem_pc;
      wb_inst_word <= mem_inst_word;
      wb_opc <= mem_opc;
      wb_result <= mem_result;
      wb_dest_reg <= mem_dest_reg;
      wb_dest_reg_valid <= mem_dest_reg_valid;
    end
  end
endmodule
</file>
<file path="./constraint.sdc">
current_design pipreg_mem_wb

set clk_period 1.0
set clk_io_pct 0.2

create_clock -name clk0 -period $clk_period [get_ports {clock}]

set non_clock_inputs [all_inputs -no_clocks]
set_input_delay [expr $clk_period * $clk_io_pct] -clock clk0 $non_clock_inputs
set_output_delay [expr $clk_period * $clk_io_pct] -clock clk0 [all_outputs]
</file>
<file path="./run.sh">
#!/bin/bash
# OpenROAD 26Q1-2900-gdf79404cd8, Yosys 0.63+post, stock flow scripts
make -C /OpenROAD-flow-scripts/flow DESIGN_CONFIG=/design/flow/config.mk WORK_HOME=/design/flow/orfs finish
</file>
==> reports/results.ini <==
[synthesis]
top_area_cell = dfrtp_1
post-synth-top-count-cell = dfrtp_1
adder_share_pct = 0
ys_seq_share_pct = 63.7
synthTopCellsByCount = 114 x dfrtp_1, 60 x mux2_4, 54 x mux2_2, 7 x buf_6, 5 x buf_2
synthFlopType = dfrtp_1
ys.warnings.count = 2
ys.flops = 114
ys_sh_xor_pct = 0
syn_inst = 241
topCombFamilyByArea = multiplexers
edf_count = 0
synthAoiAreaFrac_pct = 0
ys_types = 6
ys_cells = 241
yosys-mux-area-fraction_pct = 33.7
synth_top_area_share_pct = 63.7
async_flop_share_pct = 100
syn-cell-area_mm2 = 0.00448
yosys_area_mm2 = 0.00448
synth.avg_cell_area_um2 = 18.6
yosys.area_share.simple_pct = 0
yosys-top-cells-area = dfrtp_1 64%, mux2_4 20%, mux2_2 14%

[outcome]
outcome = did not finish
error = [ERROR DPL-0036] Detailed placement failed.
haltStage = clock tree synthesis

[clock_network]
cts_made_buffers = 17
clock_path_buffers = 2
htreeDepth = 4
cts.sinks = 114
cts_root_buffer = clkbuf_8

[floorplanning]
rows = 34
fp.dieW_um = 96.7
die_h_um = 96.7
fp_util_pct = 51.6
io_pins = 231

[place]
place.gp.congestion = 0.785
dp.final_hpwl_um = 8790
place_inst = 584
port_buffers = 230
place_area_mm2 = 0.00701
pre_cts_ws_ns = -0.0922

## stage by stage
stage	total power [µW]	hold WS (ns)
floorplan	5980	-0.0956
global placement	7610	0.215
detailed placement	7690	0.217
## kinds of logic after synthesis
| family | Yosys count |
|---|---|
| mux | 114 |
| flops | 114 |
| buf+inv | 13 |
Power figures rest on the tool's default switching activity, not on a simulated workload.
