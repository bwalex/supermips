===== ./constraint.sdc =====
current_design mem_arb

set clk_period 3.6
set clk_io_pct 0.2

create_clock -name clk0 -period $clk_period [get_ports {clock}]

set non_clock_inputs [all_inputs -no_clocks]
set_input_delay [expr $clk_period * $clk_io_pct] -clock clk0 $non_clock_inputs
set_output_delay [expr $clk_period * $clk_io_pct] -clock clk0 [all_outputs]

===== ./config.mk =====
export PLATFORM = sky130hd
export DESIGN_NAME = mem_arb
export DESIGN_NICKNAME = mem_arb
export VERILOG_FILES = /design/flow/design.v
export SDC_FILE = /design/flow/constraint.sdc
export NUM_CORES = 4
export LEC_CHECK = 1
export CORE_AREA = 10 10 126 126
export DIE_AREA = 0 0 136 136

===== ./run.sh =====
#!/bin/bash
# OpenROAD 26Q1-2900-gdf79404cd8, Yosys 0.63+post, stock flow scripts
make -C /OpenROAD-flow-scripts/flow DESIGN_CONFIG=/design/flow/config.mk WORK_HOME=/design/flow/orfs finish

===== ./design.v =====
module mem_arb #(
                 parameter ADDR_WIDTH = 32,
                 DATA_WIDTH = 32,
                 BURSTLEN_WIDTH = 2,
		 LFSR_SEED = 11'd110
)(
  input                       clock,
  input                       reset_n,
  input [ADDR_WIDTH-1:0]      c1_addr,
  input [BURSTLEN_WIDTH-1:0]  c1_burst_len,
  output [DATA_WIDTH-1:0]     c1_data_out,
  input [DATA_WIDTH-1:0]      c1_data_in,
  input                       c1_wr,
  input                       c1_rd,
  output                      c1_waitrequest,
  output                      c1_rd_valid,
  input [ADDR_WIDTH-1:0]      c2_addr,
  input [BURSTLEN_WIDTH-1:0]  c2_burst_len,
  output [DATA_WIDTH-1:0]     c2_data_out,
  input [DATA_WIDTH-1:0]      c2_data_in,
  input                       c2_wr,
  input                       c2_rd,
  output                      c2_waitrequest,
  output                      c2_rd_valid,
  output [ADDR_WIDTH-1:0]     mm_addr,
  output [BURSTLEN_WIDTH-1:0] mm_burst_len,
  input [DATA_WIDTH-1:0]      mm_data_in,
  output [DATA_WIDTH-1:0]     mm_data_out,
  output                      mm_wr,
  output                      mm_rd,
  input                       mm_waitrequest,
  input                       mm_rd_valid
);
  reg                         sel;
  reg                         next_sel;
  reg [BURSTLEN_WIDTH-1:0]    rd_count;
  wire [BURSTLEN_WIDTH-1:0]   burst_len_int;
  wire                        rd_int;
  reg                        load_count;
  wire                       dec_count;
  typedef enum               { IDLE, BURST_READ, SINGLE_READ } state_t;
  state_t state;
  state_t next_state;
  assign c1_data_out  = mm_data_in;
  assign c2_data_out  = mm_data_in;
  assign mm_addr       = (sel == 1'b0) ? c1_addr      : c2_addr;
  assign burst_len_int = (sel == 1'b0) ? c1_burst_len : c2_burst_len;
  assign mm_data_out   = (sel == 1'b0) ? c1_data_in   : c2_data_in;
  assign mm_wr         = (sel == 1'b0) ? c1_wr        : c2_wr;
  assign rd_int        = (sel == 1'b0) ? c1_rd        : c2_rd;
  assign mm_burst_len  = burst_len_int;
  assign mm_rd         = rd_int;
  assign c1_waitrequest  = (sel == 1'b1);
  assign c2_waitrequest  = (sel == 1'b0);
  assign c1_rd_valid  = (sel == 1'b0) ? mm_rd_valid : 1'b0;
  assign c2_rd_valid  = (sel == 1'b1) ? mm_rd_valid : 1'b0;
  assign dec_count  = (state == BURST_READ) && mm_rd_valid;
  reg [14:0]                  lfsr_r;
  wire                        rand_bit;
  always @(posedge clock, negedge reset_n)
    if (~reset_n)
      lfsr_r <= LFSR_SEED;
    else begin
      lfsr_r[0] <= lfsr_r[1];
      lfsr_r[1] <= lfsr_r[2];
      lfsr_r[2] <= lfsr_r[3];
      lfsr_r[3] <= lfsr_r[4];
      lfsr_r[4] <= lfsr_r[5];
      lfsr_r[5] <= lfsr_r[6];
      lfsr_r[6] <= lfsr_r[7];
      lfsr_r[7] <= lfsr_r[8];
      lfsr_r[8] <= lfsr_r[9];
      lfsr_r[9] <= lfsr_r[10];
      lfsr_r[10] <= lfsr_r[11];
      lfsr_r[11] <= lfsr_r[12];
      lfsr_r[12] <= lfsr_r[13];
      lfsr_r[13] <= lfsr_r[14];
      lfsr_r[14] <= lfsr_r[0] ^ lfsr_r[1];
    end
  assign rand_bit  = lfsr_r[0];
  always_ff @(posedge clock, negedge reset_n)
    if (~reset_n)
      rd_count <= 'b0;
    else if (load_count)
      rd_count <= burst_len_int;
    else if (dec_count)
      rd_count <= rd_count - 1;
  always_ff @(posedge clock, negedge reset_n)
    if (~reset_n)
      sel <= 1'b0;
    else
      sel <= next_sel;
  always_comb
    begin
      next_sel   = sel;
      if (next_state == IDLE)
        next_sel = rand_bit;
    end
  always_ff @(posedge clock, negedge reset_n)
    if (~reset_n)
      state <= IDLE;
    else
      state <= next_state;
  always_comb
    begin
      next_state  = state;
      load_count  = 1'b0;
      case (state)
        IDLE: begin
          load_count  = 1'b1;
          if (rd_int == 1'b1)
            next_state  = (burst_len_int == 0) ? SINGLE_READ : BURST_READ;
        end
        SINGLE_READ: begin
          if (mm_rd_valid)
            next_state  = IDLE;
        end
        BURST_READ: begin
          if (rd_count == 0)
            next_state  = IDLE;
        end
      endcase
    end
endmodule

==> Implementation_results.wiki <==
== Implementation results ==
{| class="wikitable"
! Metric !! Value
|-
| Run status || completed
|-
| Clock buffers created by TritonCTS || 3
|-
| Final-report max-slew violation count || 0
|-
| Worst endpoint required time || 2880 ps
|-
| Residual DRC || 0
|-
| Cell total in the yosys stat output || 188
|-
| Number of I/O pins || 308
|-
| Vias in the first global route || 1821
|-
| Number of cells on the worst hold path || 0
|-
| Endpoint of the lowest-slack register-to-register path || sel$_DFFE_PN0N_
|-
| Clock Skew || 0.9443 ps
|-
| Min-Delay Path Class || flop to flop
|-
| Logic pwr share || 40.4%
|-
| Ratio of cells with drive above 1 in the final layout || 24.47%
|-
| Power Dens Cells || 222.1 nW/um2
|-
| Most frequently placed logic cells in the final layout || clkdlybuf4s50_1, mux2_2, dfrtp_1, inv_1, dfstp_2
|-
| Number of cells in the finished layout apart from fillers || 507
|-
| Port Buffers || 210
|-
| Clock insertion delay at the later pin of the skew report || 250 ps
|-
| Cell chosen for the clock root || clkbuf_16
|-
| Routed length per placed instance || 17.28 um
|-
| Yosys Warn Count || 1
|-
| Cell count after synthesis || 188
|-
| Pin count of the biggest net entering global routing || 41
|-
| Floorplan Core Area || 13190 um2
|-
| Power spent charging and discharging nets || 190.5 uW
|-
| Iteration tally of the first detailed-router pass || 6
|-
| Number of hold violations in the final report || 0
|-
| Number of buffers added for setup after CTS || 0
|-
| Routed Antenna Nets || 0
|-
| Total congestion overflow after global routing || 0
|-
| Final GP Congestion || 0.8359
|-
| Violation count after the first detailed-route iteration || 44
|-
| Fin crit share || 84.14%
|-
| Crit path arrival time || 2310 ps
|-
| Max capacitance violation total || 0
|-
| Total die size || 18500 um2
|-
| Row count || 42
|-
| Number of buffers on the longest clock path || 2
|-
| Register clock-pin slew on the reported worst setup and hold paths || 50 ps
|-
| Antenna violations before repair || 0
|-
| Synthesized registers || 21
|-
| Number of distinct library cells after synthesis || 25
|-
| Routed via count || 1749
|-
| Top-area cell share || 37.78%
|-
| HPWL Detailed || 7626 um
|-
| Setup crit end kind || output pin
|-
| Critical path class || flop to output pin
|-
| Crit start category || flop
|-
| RR Startpoint || sel$_DFFE_PN0N_
|-
| Clock sinks || 21
|-
| Transition time of the tightest slew-check pin || 806.9 ps
|-
| Cell type with the largest total area || mux2_2
|-
| Hold Startpoint || lfsr_r[7]$_DFF_PN0_
|-
| RSZ-0062 raised after global routing || false
|-
| Crit path from || sel$_DFFE_PN0N_
|-
| Top cells, area || mux2_2, buf_4, dfrtp_1, dfstp_2, buf_2
|-
| Clock power share || 26.4%
|-
| Final setup viols || 0
|-
| Max-Slew Margin vs Limit || 46.21%
|-
| Static power due to leakage || 1.454 nW
|-
| Via density || 3.450
|-
| Wire length of the first global-routing pass || 11960 um
|-
| Highest clock rate || 330.1 MHz
|-
| Overall die width || 136 um
|-
| CTS Hold Bufs || 0
|-
| Setup slack of the most critical reg-to-reg path || 1570 ps
|-
| Mean post-synth cell area || 10.62 um2
|-
| Post-synth area from yosys stat || 1997 um2
|-
| Tmin final || 3029 ps
|-
| Count of inserted antenna diode cells || 0
|-
| Post-route setup TNS || 0 ps
|-
| Clock tree from TritonCTS || done
|-
| OpenROAD warning count || 26
|-
| Global-route total usage across every layer || 8.463%
|-
| Most numerous logic cell after layout || clkdlybuf4s50_1
|-
| Number of resized instances in the post-cts repair step || 0
|-
| Sequential share of power || 33.2%
|-
| Total wire length after detailed routing || 8760 um
|-
| FP Util || 15.14%
|-
| Htree depth || 1
|-
| Relative area change from synthesis to final layout || 95.30%
|-
| Proportion of total power due to net switching || 21.99%
|-
| Critical path fanouts, max || 40
|-
| Die height || 136 um
|-
| Cell depth of the worst flop-to-flop path || 3
|-
| Inst Count DP || 503
|-
| Peak supply drop || 0.3578 mV
|-
| Worst min-delay path endpoint || lfsr_r[6]$_DFF_PN1_
|-
| Int Power || 675.8 uW
|-
| Post-synthesis sequential area ratio || 26.69%
|-
| Synthesized cell area || 1997 um2
|}
## how the worst max path moves through the flow
stage	end	slack, ps
after CTS	mm_addr[29]	550
final	mm_data_out[2]	570
after global routing	mm_addr[29]	460
## final cells by class
class,instances,area (um2)
inverter,6,22.52
clock buffer,3,75.07
tap,176,220.2
timing repair buffer,212,2130
clock inverter,1,7.507
fill,1318,9290
multi-input combinational,88,910.9
sequential,21,534.3
## critical path: stages, from the launching register on
cell and delay [ps]:
dfrtp_2 880, buf_12 310, mux2_2 380, clkdlybuf4s50_1 450
## cell families (layout without fill, tap and decap cells)
logic type	Yosys count	after routing	synth area share, %
xor gates and xnor gates	2	2	0.8774
AOI/OAI and AO/OA	10	10	3.760
muxes	69	69	39.10
adders and majority gates	1	1	0.6265
DFF	21	21	26.69
buffers and inverters	79	222	27.69
and+or+nand+nor	6	6	1.253
## per-layer routing
metal,up-vias,global-route usage [%],part of all wire [%]
li1,862,-,-
met2,82,13.55,51
met1,799,11.52,41
met4,0,0.6509,0.26
met3,6,2.509,8.3
met5,-,0,0
## state kept, by name (all words and copies together) (netlist names)
register  cells
lfsr_r       15
sel           1
state         3
rd_count      2
## stage by stage
stage               utilization (%)  worst slack (ps)  instance area [um2]  power [mW]  hold WS [ps]
floorplan                         -              1703                 1997      0.4231         331.2
global placement              28.94             840.0                 3817      0.6414         337.7
detailed placement            28.94             828.0                 3817      0.6398         336.3
CTS                           29.57             547.0                 3900      0.8744         350.6
global route                  29.57             464.7                 3900      0.9172         360.3
finish                        29.57             571.0                 3900      0.8664         351.5
## power by group through the flow
stage / clock (mW) / combinational, mW / sequential [mW]
final: 0.229 / 0.350 / 0.288
after global routing: 0.249 / 0.377 / 0.291
after CTS: 0.233 / 0.355 / 0.287
## cells in the mapped netlist, drive strengths merged
master / count
buf: 72
mux2: 69
dfrtp: 15
dfstp: 6
inv: 6
nand2: 3
nor2: 2
o21ai: 2
a21o: 1
a21oi: 1
a222oi: 1
a22oi: 1
a311oi: 1
a32o: 1
clkbuf: 1
ha: 1
o2bb2ai: 1
o31ai: 1
or3: 1
xnor2: 1
xor2: 1
Power figures rest on the tool's default switching activity, not on a simulated workload.
